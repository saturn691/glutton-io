[design/flow/config.mk]
export PLATFORM = sky130hd
export DESIGN_NAME = clk_divider
export DESIGN_NICKNAME = clk_divider
export VERILOG_FILES = /design/flow/design.v
export SDC_FILE = /design/flow/constraint.sdc
export NUM_CORES = 4
export LEC_CHECK = 1
export CORE_UTILIZATION = 30
[design/flow/constraint.sdc]
current_design clk_divider

set clk_period 3.8
set clk_io_pct 0.2

create_clock -name clk0 -period $clk_period [get_ports {clk_in}]

set non_clock_inputs [all_inputs -no_clocks]
set_input_delay [expr $clk_period * $clk_io_pct] -clock clk0 $non_clock_inputs
set_output_delay [expr $clk_period * $clk_io_pct] -clock clk0 [all_outputs]
[design/flow/design.v]
module clk_divider
#(parameter
    integer DIV = 2
)(
    input wire clk_in,
    input wire rst,
    output reg clk_out
);
    localparam integer TC = (DIV / 2) - 1;  
    integer count;  
    wire terminate = (count == TC);  
    always @( posedge clk_in )
    begin
        if (rst | terminate)
            count <= 0;
        else
            count <= count + 1;
        if (rst)
            clk_out <= 0;
        else if (terminate)
            clk_out <= ~clk_out;
    end
endmodule  
[design/flow/run.sh]
#!/bin/bash
# OpenROAD 26Q1-2900-gdf79404cd8, Yosys 0.63+post, stock flow scripts
make -C /OpenROAD-flow-scripts/flow DESIGN_CONFIG=/design/flow/config.mk WORK_HOME=/design/flow/orfs finish
==> run_results.csv <==
group,metric,value,unit
outcome,status,"complete, no violations",
hold_path,hp-class,"flop to flop",
floorplan,fp.dieH,75.75,um
detailed_routing,wire_per_inst,12.29,um
logic_synthesis,top_cell_area_share,40.49,%
worst_setup_path,worstPathArrival,2.59,ns
global_routing,grt_pass1_vias,1176,
clock_network,cts_hold_buffers,0,
clock_network,clock-sinks,33,
power_and_ir_drop,leakagePower,0.0004647,uW
placed_design,io_buffers,2,
sta,maxSlewViolCount,0,
worst_setup_path,cpMostUsedCell,"or4_1",
logic_synthesis,edf_count,0,
logic_synthesis,area_leaders,"dfxtp_1 (40%), or4_1 (6.4%), xnor2_1 (5.9%), a21oi_1 (5.5%), o31ai_1 (5.5%)",
logic_synthesis,most_common_cell,"dfxtp_1",
floorplan,die-width,75.75,um
logic_synthesis,syn_inst,187,
floorplan,ios,3,
power_and_ir_drop,ir_drop,0.0002542,V
worst_setup_path,cp_max_fo,17,
worst_setup_path,critPathLaunchType,"flop",
worst_setup_path,cp_cell_sequence,"ha_1 > nand3_4 > or4_1 > or4_1 > a21oi_1",
global_routing,gr-usage-all-layers,12.53,%
worst_setup_path,crit_type,"flop to flop",
global_routing,antenna_found_initial,0,
job,max-cap-violations,0,
clock_network,numCtsBuffers,5,
worst_setup_path,end_kind,"flop",
worst_setup_path,crit_family,"simple AND/OR/NAND/NOR gates",
floorplan,floorplan.core_util,31.54,%
logic_synthesis,synthArstFlopShare,0,%
finish,area_growth_syn_to_layout,8.282,%
logic_synthesis,synth_cell_type_count,30,
hold_path,min_to,"count[0]",
worst_setup_path,r2r_start,"count[0]",
worst_setup_path,worst_r2r_path_depth,5,
hold_path,hp-start,"count[0]",
sta,finalCriticalPeriod,2.373,ns
logic_synthesis,yosys_register_bits,33,
detailed_routing,routed_wl,3182,um
clock_network,cts_setup_buffers,0,
power_and_ir_drop,switching_share,20.88,%
power_and_ir_drop,p_clk_share,41.8,%
job,openroad.warnings,26,
detailed_routing,firstDrtPassIters,4,
sta,fmax,421.4,MHz
clock_network,worstSkewPairLatency,0.28,ns
power_and_ir_drop,p_switching,125.7,uW
detailed_routing,vias,1334,
logic_synthesis,yosysWarnings,1,
worst_setup_path,crit_buf_inv,0,
sta,setup_viol,0,
floorplan,core_area,0.005172,sq mm
global_routing,grt_pass1_wl,5464,um
power_and_ir_drop,power_density,340.6,mW/mm^2
placed_design,place_area,0.001684,sq mm
sta,fin_tns_setup,0,ns
logic_synthesis,ys_seq_share,40.49,%
sta,finalHoldViolCount,0,
sta,relSlewSlack,57.29,%
clock_network,clockBufferDepth,2,
hold_path,hold-path-cell-count,1,
detailed_routing,drt-initial-drc-count,134,
floorplan,rows,26,
detailed_routing,drcViolationCount,0,
logic_synthesis,largest_area_cell,"dfxtp_1",
power_and_ir_drop,seq_power_share,57.7,%
power_and_ir_drop,total_power,601.8,uW
power_and_ir_drop,combPwrFrac,0.6,%
worst_setup_path,crit_path_max_incr_delay,0.82,ns
detailed_routing,via_per_inst,5.151,
clock_network,root_buffer,"clkbuf_8",
placed_design,place.gp.congestion,0.7887,
global_routing,grt_max_degree,33,
worst_setup_path,rrSetupSlack,1.43,ns
clock_network,ctsResizeCount,0,
logic_synthesis,common_cells,"dfxtp_1 (33), a21oi_1 (18), nor2_1 (17)",
finish,drive_gt1_share,6.878,%
sta,worst_pin_slew,0.6391,ns
finish,fin_area,0.001767,sq mm
logic_synthesis,synth.avg_cell_area,8.725,sq um
detailed_routing,ant_nets,0,
worst_setup_path,crit_required,4.02,ns
power_and_ir_drop,internal_power,476.1,uW
logic_synthesis,synth_area,0.001632,sq mm
logic_synthesis,flop_cell,"dfxtp_1",
clock_network,htreeDepth,2,
placed_design,hpwl,2109,um
sta,period_used_share,62.46,%
worst_setup_path,critPathSlowestCell,"or4_1",
logic_synthesis,synth-area-yosys,0.001632,sq mm
logic_synthesis,ys_cells,187,
sta,rsz0062_at_grt,"false",
detailed_routing,antenna_cells_inserted,0,
clock_network,path_clk_slew,0.06,ns
clock_network,cts_tree,"built",
global_routing,grt-ovfl-total,0,
sta,finClkSkew,0.004180,ns
floorplan,dieArea,0.005737,sq mm
worst_setup_path,regToRegEndpoint,"count[30]",
==> kinds of logic after synthesis <==
| family | count (synthesis) | synth area share [%] |
|---|---|---|
| compound gates | 37 | 13.34 |
| xor+xnor | 13 | 6.979 |
| fa+ha+maj | 2 | 1.533 |
| buf+inv | 17 | 5.905 |
| flops | 33 | 40.49 |
| simple gates | 85 | 31.75 |
==> per-stage QoR <==
stage / setup WS [ns] / utilization (%) / std cells / hold slack [ns]
floorplan: 1.769 / - / 187 / 0.4388
global placement: 1.502 / 32.56 / 251 / 0.4605
detailed placement: 1.471 / 32.56 / 251 / 0.4650
CTS: 1.438 / 34.16 / 259 / 0.4807
global route: 1.273 / 34.16 / 259 / 0.5152
finish: 1.427 / 34.16 / 259 / 0.4734
==> metal layers <==
layer	routed length, um	global-route usage, %	vias to the layer above
li1	-	-	701
met1	1696	19.98	605
met2	1297	17.70	21
met3	133	2.815	7
met4	55	2.263	0
met5	0	0	-
==> power by group through the flow <==
stage	clock [uW]	sequential (uW)	combinational (uW)
5_1_grt	271	347	3.95
6_report	251	347	3.42
4_1_cts	256	347	3.47
==> worst reg2reg max path, cell delays in order (launching register included) <==
cell	delay [ns]
dfxtp_1	0.38
ha_1	0.26
nand3_4	0.10
or4_1	0.82
or4_1	0.60
a21oi_1	0.14
==> worst max-delay path by stage <==
stage | cells after the start | startpoint | endpoint
after CTS | 5 | count[0] | count[26]
after global routing | 5 | count[0] | count[30]
final | 5 | count[0] | count[30]
==> state kept, by name, summed over array words and instances (netlist names) <==
signal / flops
count: 32
clk_out: 1
==> layout make-up <==
cell class / count / area [sq um]
tap: 70 / 87.58
clock buffer: 6 / 72.57
multi-input combinational: 137 / 878.3
fill: 534 / 3406
inverter: 8 / 30.03
timing repair buffer: 3 / 27.53
clock inverter: 2 / 10.01
sequential: 33 / 660.6
==> layout by cell type (no fill, tap or decap), types with 2 or more instances in the layout <==
master,Yosys,final
a21oi_1,18,18
and4_1,2,2
nand3_4,2,2
and3_1,3,3
dfxtp_1,33,33
xor2_1,2,2
nand2_1,8,8
o31ai_1,12,12
or3_1,6,6
nand4_1,6,6
nor3_1,5,5
nand3_1,10,10
clkdlybuf4s50_1,0,2
o21ai_0,6,6
inv_1,8,8
clkinv_2,0,2
xnor2_1,11,11
or4_1,14,14
nor2_1,17,17
clkbuf_8,1,5
nor4_1,8,8
ha_1,2,2
No activity file was given, so power comes from the tool's default toggle rates.
