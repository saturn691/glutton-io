==> /design/flow/design.v <==
module debounce(
	input wire	clk,
	input wire	in,
	output reg	out
);
	parameter BITS = 16;
	reg						different;
	reg 						ztimer;
	reg						last;
	reg	[(BITS-1):0]	timer;
	initial	ztimer 		= 1'b1;
	initial	timer  		= 0;
	initial	different 	= 0;
	initial	out 			= 1'b0;
	always @(posedge clk)
		last <= in;
	always @(posedge clk)
		if ((ztimer) && (different)) begin
			timer  <= 16'd50000;
			ztimer <= 1'b0;
		end 
		else if (!ztimer) begin
			timer  <= timer - 1'b1;
			ztimer <= (timer[(BITS-1):1] == 0);
		end 
		else begin
			timer  <= 0;
			ztimer <= 1'b1;
		end
	always @(posedge clk)
		different <= ((different) && (!ztimer)) || (in != out);
	always @(posedge clk)
		if (ztimer)
			out <= last;
endmodule
==> /design/flow/run.sh <==
#!/bin/bash
# OpenROAD 26Q1-2900-gdf79404cd8, Yosys 0.63+post, stock flow scripts
make -C /OpenROAD-flow-scripts/flow DESIGN_CONFIG=/design/flow/config.mk WORK_HOME=/design/flow/orfs finish
==> /design/flow/config.mk <==
export PLATFORM = sky130hd
export DESIGN_NAME = debounce
export DESIGN_NICKNAME = debounce
export VERILOG_FILES = /design/flow/design.v
export SDC_FILE = /design/flow/constraint.sdc
export NUM_CORES = 4
export LEC_CHECK = 1
export CORE_AREA = 10 10 77 77
export DIE_AREA = 0 0 87 87
==> /design/flow/constraint.sdc <==
current_design debounce

set clk_period 3.5
set clk_io_pct 0.2

create_clock -name clk0 -period $clk_period [get_ports {clk}]

set non_clock_inputs [all_inputs -no_clocks]
set_input_delay [expr $clk_period * $clk_io_pct] -clock clk0 $non_clock_inputs
set_output_delay [expr $clk_period * $clk_io_pct] -clock clk0 [all_outputs]
==> results.toml <==
# implementation run metrics
[min_path]
hp-class = "reg2reg"

[synth]
top_cell_area_share_pct = 45.78
most_common_cell = "dfxtp_1"
topCellsByArea = "dfxtp_1 46%, xor2_1 9.5%, nor2_1 8.1%"
ys_area_um2 = 830.8
ff_type = "dfxtp_1"
synth_top_cell_by_area = "dfxtp_1"
edf_count = 1
ys_cells = 85
synth_area_um2 = 830.8
top_cells_by_count = "19 x dfxtp_1, 18 x nor2_1, 9 x xor2_1"
synth.distinct_cells = 23
synth_flops = 20
synthArstFlopShare_pct = 0
synthCells = 85
avgSynthCellArea_um2 = 9.774
ys_warn_count = 1
synth_seq_share_pct = 49.40

[power]
p_seq_share_pct = 53.4
power.switching_uw = 289.3
power_uw = 813.5
p_int_uw = 524.2
vdd_ir_drop_max_mv = 0.3677
clkPwrFrac_pct = 20.9
p_comb_share_pct = 25.7
power_density_mw_per_mm2 = 841.1
sw_frac_of_total_pct = 35.56
power_leakage_nw = 0.3493

[flow_run]
warning_count = 25
maxCapViolCount = 0

[timing]
finalCriticalPeriod_ns = 1.893
finalSetupViolCount = 0
max-slew-margin-rel_pct = 67.21
fmax_mhz = 528.2
hold_ws_ns = 0.4066
fin_skew_ns = 0.002038
worst_pin_slew_ns = 0.4911
setup_ws_ns = 1.607
finalHoldViolCount = 0
drv_slew = 0
rsz0062_at_grt = "no"
tns_ns = 0
period_used_pct = 54.09

[clock_network]
post_cts_buffers = 0
clock_path_buffers = 2
cts_tree = "built"
holdBufCountCts = 0
post_cts_resized = 0
clk_pin_slew_worst_paths_ns = 0.07
cts_made_buffers = 3
cts_root_buffer = "clkbuf_8"
cts_sinks = 20
htreeDepth = 1
clkLatencyLatePin_ns = 0.25

[die]
dieArea_mm2 = 0.007569
io_pins = 3
core_util_floorplan_pct = 19.08
coreArea_mm2 = 0.004354
die_x_um = 87
rows = 24
die_y_um = 87

[global_routing]
busiest_layer = "met2"
antenna_found_initial = 0
met2_usage_pct = 6.262
grt_pass1_wl_um = 2518
overflow = 0
grtUsageMet3_pct = 0.7547
grt_pass1_vias = 575
track_usage_pct = 3.904
grt_max_degree = 14
met1_usage_pct = 5.426

[setup_path]
worstPathArrival_ns = 2.02
worst_path_largest_cell_delay_ns = 0.54
cpMaxStageDelayCell = "or4b_1"
worstSetupPathType = "reg2reg"
endpoint_kind = "flop"
cp_cell_sequence = "inv_1, ha_1, or4b_1, or3b_1, xor2_1, nor2_1"
startpoint_type = "flop"
cp_max_fo = 5
cp_data_required_time_ns = 3.63

[place]
dp_slack_ns = 1.629
portBuffers = 2
dp_cells = 138
postPlaceCellArea_um2 = 912.1
hpwl_um = 1028
gp_congestion = 0.8378

[detailed_routing]
ant_nets = 0
vias = 592
drt-total-wl_um = 1426
via_per_inst = 4.169
first_iter_violations = 18
num_antenna_cells = 0
remaining_drc_errors = 0
wl_per_cell_um = 10.04
first_pass_iters = 4

[final_layout]
fillerInstances = 452
utilization_pct = 22.21
area_delta_synth_final_pct = 16.42
design_area_um2 = 967.2
drive_gt1_share_pct = 7.778
instances_no_fill = 142

[outcome]
outcome = "finished clean"
==> worst max-delay path, delay by kind of cell, from the launching register on <==
kind                     cells  cell delay [ns]
XOR/XNOR                     1             0.14
adder cells (fa/ha/maj)      1             0.24
buffers and inverters        1             0.07
flip-flops                   1             0.35
AND/OR/NAND/NOR              3             0.98
==> routing by layer <==
layer | vias to the layer above | routed length [µm] | part of all wire (%)
met5 | - | 0 | 0
met4 | 0 | 0 | 0
met3 | 0 | 20 | 1.4
met2 | 1 | 711 | 50
met1 | 277 | 694 | 49
li1 | 314 | - | -
==> cells in the final DEF, fill, tap and decap left out, types with 3 or more instances in the layout <==
cell type / count
nand4_1: 3
nor2_1: 18
a21oi_1: 3
nor3_1: 3
clkbuf_8: 4
a31oi_1: 3
xnor2_1: 3
xor2_1: 9
dfxtp_1: 19
nand3_1: 3
inv_1: 3
nand2_1: 3
==> power groups by stage <==
stage	clock network [mW]	registers, mW	logic, mW
finish	0.170	0.435	0.209
CTS	0.175	0.434	0.210
global route	0.185	0.449	0.241
==> flip-flops by register name (all words and copies together), names as in the netlist <==
| signal | count |
|---|---|
| different | 1 |
| last | 1 |
| timer | 16 |
| out | 1 |
| ztimer | 1 |
==> final cells by class <==
cell class	instances	area, µm²	area share, %
repair buffers	2	20.02	2.070
multi-input cells	61	405.4	41.91
well taps	52	65.06	6.727
clock buffers	4	55.05	5.692
inverters	3	11.26	1.164
flip-flops and latches	20	410.4	42.43
==> kinds of logic (layout without fill, tap and decap cells) <==
| kind of cell | after synthesis | count (layout) | synth area share [%] |
|---|---|---|---|
| AND/OR/NAND/NOR | 38 | 38 | 26.66 |
| flip-flops | 20 | 20 | 49.40 |
| XOR/XNOR | 12 | 12 | 12.65 |
| AND-OR/OR-AND | 10 | 10 | 7.981 |
| buffers and inverters | 4 | 9 | 1.807 |
| adder cells (fa/ha/maj) | 1 | 1 | 1.506 |
==> path summary, 6_finish.rpt <==
check / cells after the start / slack [ns] / endpoint / from
worst min-delay path: 0 / 0.41 / out / last
worst max register to register: 6 / 1.61 / timer[10] / timer[0]
worst max-delay path: 6 / 1.61 / timer[10] / timer[0]
worst min register to register: 0 / 0.41 / out / last
No activity file was given, so power comes from the tool's default toggle rates.
